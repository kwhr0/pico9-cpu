$ cat flow/design.v
module dcsg #(parameter CLK = 3579545)
	(clk, wr, data, sound_out) ;
input clk, wr;
input [7:0] data;
output [15:0] sound_out;
localparam DCSG_CLK = 3579545;
localparam DCSG_DIV = (CLK + DCSG_CLK / 8) / (DCSG_CLK / 4);  
reg [6:0] freq_u[0:3];
reg [3:0] freq_l[0:3], att_n[0:3];
reg [2:0] last;
reg [1:0] nf;
reg fb;
always @(posedge clk)
	if (wr)
		if (data[7]) begin
			last <= data[6:4];
			if (data[4]) att_n[data[6:5]] <= ~data[3:0];
			else begin
				freq_l[data[6:5]] <= data[3:0];
				if (&data[6:5]) { fb, nf } <= data[2:0];
			end
		end
		else if (~last[0]) freq_u[last[2:1]] <= data[6:0];
reg [10:0] period[0:3];
reg update_period = 0, update_period3 = 0;
wire [1:0] period_adr = update_period ? last[2:1] : 2'b11;
wire [2:0] regsel = data[7] ? data[6:4] : last;
always @(posedge clk) begin
	if (update_period) begin
		update_period <= 1'b0;
		period[period_adr] <= { freq_u[last[2:1]], freq_l[last[2:1]] };
	end
	else if (wr & ~&regsel[2:1] & ~regsel[0])
		update_period <= 1'b1;
	if (~update_period & update_period3) begin
		update_period3 <= 1'b0;
		period[period_adr] <= &nf ? { freq_u[2'b10], freq_l[2'b10], 1'b0 } : 11'h20 << nf;
	end
	else if (wr & (regsel[2] & (regsel[1] | &nf) & ~regsel[0]))
		update_period3 <= 1'b1;
end
function [12:0] tbl;
input [3:0] l;
	case (l)
		4'hf: tbl = 13'h1fff;
		4'he: tbl = 13'h196a;
		4'hd: tbl = 13'h1430;
		4'hc: tbl = 13'h1009;
		4'hb: tbl = 13'h0cbc;
		4'ha: tbl = 13'h0a1e;
		4'h9: tbl = 13'h0809;
		4'h8: tbl = 13'h0662;
		4'h7: tbl = 13'h0512;
		4'h6: tbl = 13'h0407;
		4'h5: tbl = 13'h0333;
		4'h4: tbl = 13'h028a;
		4'h3: tbl = 13'h0204;
		4'h2: tbl = 13'h019a;
		4'h1: tbl = 13'h0146;
		4'h0: tbl = 13'h0000;
	endcase
endfunction
reg [5:0] divcnt;
reg out[0:3];
reg [15:0] acc, sound_out;
reg [1:0] i = 0;
reg [10:0] count[0:3];
wire [10:0] count_next = count[i] - 1'b1;
wire trig = ~|count_next;
wire [12:0] level = tbl(att_n[i]);
wire [15:0] acc_d = out[i] ? acc + level : acc - level;
reg [14:0] lfsr = 1;
always @(posedge clk)
	if (|divcnt) divcnt <= divcnt - 1'b1;
	else begin
		divcnt <= DCSG_DIV - 1;
		count[i] <= trig ? period[i] : count_next;
		if (trig) out[i] <= &i ? lfsr[14] : ~out[i];
		if (wr & regsel == 3'b110) lfsr <= 15'b1;
		else if (trig & &i)
			lfsr <= { lfsr[13:0], lfsr[14] ^ lfsr[13] & fb };
		acc <= &i ? 0 : acc_d;
		if (&i) sound_out <= acc_d;
		i <= i + 1;
	end
endmodule
$ cat flow/run.sh
#!/bin/bash
# OpenROAD 26Q1-2900-gdf79404cd8, Yosys 0.63+post, stock flow scripts
make -C /OpenROAD-flow-scripts/flow DESIGN_CONFIG=/design/flow/config.mk WORK_HOME=/design/flow/orfs finish
$ cat flow/config.mk
export PLATFORM = sky130hd
export DESIGN_NAME = dcsg
export DESIGN_NICKNAME = dcsg
export VERILOG_FILES = /design/flow/design.v
export SDC_FILE = /design/flow/constraint.sdc
export NUM_CORES = 4
export LEC_CHECK = 1
export CORE_UTILIZATION = 40
$ cat flow/constraint.sdc
current_design dcsg

set clk_period 8.0
set clk_io_pct 0.2

create_clock -name clk0 -period $clk_period [get_ports {clk}]

set non_clock_inputs [all_inputs -no_clocks]
set_input_delay [expr $clk_period * $clk_io_pct] -clock clk0 $non_clock_inputs
set_output_delay [expr $clk_period * $clk_io_pct] -clock clk0 [all_outputs]
==> flow_metrics.tcl <==
# yosys + openroad results
set metrics [dict create \
    dp_hpwl_um 11200 \
    grt_max_degree 31 \
    path_clk_slew_ns 0.06 \
    hold_viol_final 0 \
    cts_buffer_depth 3 \
    cts_buffers 24 \
    drive_gt1_share_pct 15.1 \
    synth-edff-count 207 \
    crit_buf_inv 3 \
    outcome "completed" \
    yosysTopAreaCell "edfxtp_1" \
    async_reset_ff_share_pct 0 \
    start_kind "register" \
    grt_pass1_wl_um 27500 \
    top_cell_area_share_pct 62.3 \
    common_cells "edfxtp_1, and2_1, inv_1, mux4_2, ha_1" \
    place_ws_ns 2.94 \
    critPathCaptureType "register" \
    top_level_ports 26 \
    hold_buffers 0 \
    antenna_found_initial 0 \
    ys.flop_type "edfxtp_1" \
    drv_cap 0 \
    postCtsSetupBuffers 0 \
    ys_ff 217 \
    n_antenna_cell 0 \
    drt_iter0_drc 312 \
    synthDistinctLibCells 60 \
    drt.antenna.violating_nets 0 \
    grt_pass1_vias 5324 \
    top_cells_by_area "edfxtp_1, mux4_2, ha_1" \
    grt_usage_pct 14.6 \
    layout_setup_ws_ns 2.95 \
    tritoncts "built" \
    port_buffers 25 \
    required_ns 8.26 \
    vias 5222 \
    rows 57 \
    leakagePower_nw 3.84 \
    top_cell "edfxtp_1" \
    routed_via_density 5.10 \
    tns_ns 0 \
    syn_area_sq_um 9980 \
    cts_root_buf "clkbuf_16" \
    cts_sinks 217 \
    synth_cells 645 \
    design.core.area_sq_um 24400 \
    synth.avg_cell_area_sq_um 15.5 \
    cts_resized 0 \
    wire_per_inst_um 16.5 \
    die_area_sq_um 25600 \
    period_minus_slack_ns 5.05 \
    max_freq_mhz 198 \
    final_max_slew_viol_count 0 \
    gr-total-overflow 0 \
    rsz0062_at_grt "false" \
    ys.warnings.count 1 \
    fp.dieH_um 160 \
    max_stage_delay_ns 0.46 \
    htree_levels 1 \
    drtPass1Iterations 5 \
    critPathTopFamily "AND-OR/OR-AND gates" \
    worstSetupPathType "register to register" \
    wl_um 16900 \
    fp_util_pct 40.9 \
    fin_skew_ns 0.0188 \
    finalClockPeriodUsage_pct 63.1 \
    irDropWorstVdd_mv 0.166 \
    ys_area_sq_um 9980 \
    tool_warnings 38 \
    die_x_um 160 \
    arrival_ns 5.31 \
    path_cells "buf_4 -> mux4_2 -> inv_1 -> ha_1 -> or2_2 -> nand2_1 -> o21ai_0 -> o22ai_1 -> ha_1 -> inv_1 -> mux2i_1 -> fa_1 -> a21o_1 -> a21oi_1 -> nor2b_1 -> o21a_1 -> o41a_1 -> a21oi_1 -> a211oi_1 -> mux2_2" \
    clk_latency_ns 0.52 \
    worstMarginPinSlew_ns 0.947 \
    crit_slowest_cell "fa_1" \
    ys_cells 645 \
    max_slew_margin_pct 36.4 \
    area_delta_synth_final_pct 13.8 \
    drc 0 \
    setup_viol 0 \
    synth_seq_share_pct 64.3 \
    worst-path-max-fanout 30 \
    power.density_nw_per_um2 215 \
    hold_path.class "register to register" \
    place.gp.congestion 0.879 \
]
==> where the power goes <==
part,leakage (nW),switching (W),internal [W]
Clock,0.395,0.000432,0.000640
Combinational,1.51,0.0000556,0.0000430
Sequential,1.93,0.0000112,0.00126
Total,3.84,0.000499,0.00194
==> flip-flops by register name, summed over array words and instances (netlist names), named ones only <==
name and cells:
acc 16, att_n 16, count 44, divcnt 6
fb 1, freq_l 16, freq_u 28, i 2
last 3, lfsr 15, nf 2, out 4
period 44, sound_out 16, update_period 1, update_period3 1
==> cells by family (layout without fill, tap and decap cells) <==
group | after synthesis | count (layout) | synth area share, %
XOR/XNOR | 40 | 40 | 3.51
AND/OR/NAND/NOR | 155 | 155 | 8.46
adder cells (fa/ha/maj) | 34 | 34 | 4.34
buffers and inverters | 59 | 114 | 2.82
multiplexers | 58 | 58 | 10.9
flip-flops | 217 | 217 | 64.3
AND-OR/OR-AND | 82 | 82 | 5.68
==> stage by stage <==
step | hold WS (ns) | instances | power (W) | area (sq um) | util, %
2_1_floorplan | 0.383 | 645 | 0.00136 | 9980 | -
3_3_place_gp | 0.397 | 981 | 0.00139 | 10600 | 43.3
3_5_place_dp | 0.417 | 981 | 0.00140 | 10600 | 43.3
4_1_cts | 0.432 | 1024 | 0.00247 | 11400 | 46.6
5_1_grt | 0.446 | 1024 | 0.00252 | 11400 | 46.6
6_report | 0.423 | 1024 | 0.00244 | 11400 | 46.6
==> final timing paths <==
check	start	end	slack, ns	depth (start not counted)
setup reg to reg	i[1]	acc[14]	2.95	20
hold reg to reg	divcnt[0]	divcnt[0]	0.42	1
setup / recovery	i[1]	acc[14]	2.95	20
hold / removal	divcnt[0]	divcnt[0]	0.42	1
==> per-layer routing <==
layer	global-route usage (%)	vias up	share of wire (%)
met4	2.64	0	2.0
met3	5.32	25	7.1
met2	21.7	155	46
met5	0	-	0
met1	22.9	2501	45
li1	-	2541	-
==> final cells by class <==
class,instances,area [sq um]
fill,2070,13000
clock buffer,28,636
clock inverter,15,161
multi-input combinational,369,3280
tap,324,405
timing repair buffer,35,325
inverter,36,135
sequential,217,6420
==> cell usage in the layout (no fill, tap or decap), types with 4 or more instances in the layout <==
master / count
nor2b_1: 10
clkbuf_16: 24
a22o_1: 8
xnor2_1: 24
xor2_1: 16
nand2_1: 24
inv_1: 36
clkinv_2: 8
a21o_1: 6
mux2_2: 7
clkdlybuf4s50_1: 25
edfxtp_1: 207
ha_1: 33
and2_1: 38
mux4_2: 35
nand3_1: 7
nand2b_1: 6
o211ai_1: 4
dfxtp_1: 10
nor3_1: 19
mux2i_1: 10
a21oi_1: 15
a31oi_1: 4
o21ai_0: 23
nor2_1: 30
buf_4: 10
Power and IR drop assume default switching activity.
