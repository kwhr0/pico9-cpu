--- flow/design.v ---
module i2s #(parameter CLK = 3579545)(clk, sound_in, bclk, lrclk, sout);
input clk;
input [23:0] sound_in;
output bclk, lrclk, sout;
localparam FS = 96000;
localparam I2S_DIV = $ceil($itor(CLK) / (128 * FS));
reg [3:0] divcnt = 0;
reg [6:0] cnt = 0;
reg [31:0] data = 0;
assign bclk = cnt[0];
assign lrclk = cnt[6];
assign sout = data[31];
always @(posedge clk)
	if (|divcnt) divcnt <= divcnt - 1'b1;
	else begin
		divcnt <= I2S_DIV - 1'b1;
		if (cnt[0])
			data <= |cnt[5:1] ? { data[30:0], 1'b0 } : { sound_in, 8'b0 };
		cnt <= cnt + 1'b1;
	end
endmodule
--- flow/run.sh ---
#!/bin/bash
# OpenROAD 26Q1-2900-gdf79404cd8, Yosys 0.63+post, stock flow scripts
make -C /OpenROAD-flow-scripts/flow DESIGN_CONFIG=/design/flow/config.mk WORK_HOME=/design/flow/orfs finish
--- flow/config.mk ---
export PLATFORM = sky130hd
export DESIGN_NAME = i2s
export DESIGN_NICKNAME = i2s
export VERILOG_FILES = /design/flow/design.v
export SDC_FILE = /design/flow/constraint.sdc
export NUM_CORES = 4
export LEC_CHECK = 1
export CORE_AREA = 10 10 103 103
export DIE_AREA = 0 0 113 113
--- flow/constraint.sdc ---
current_design i2s

set clk_period 3.6
set clk_io_pct 0.2

create_clock -name clk0 -period $clk_period [get_ports {clk}]

set non_clock_inputs [all_inputs -no_clocks]
set_input_delay [expr $clk_period * $clk_io_pct] -clock clk0 $non_clock_inputs
set_output_delay [expr $clk_period * $clk_io_pct] -clock clk0 [all_outputs]
==> impl_metrics.toml <==
# yosys + openroad results
[outcome]
result_of_the_run = "completed"

[pwr]
leakagePower_nw = 0.676
switching_share_pct = 18.3
pwr-share-seq_pct = 53.5
power_density_nw_per_um2 = 390
net-switching-power_w = 0.000149
p_comb_share_pct = 3.4
p_clk_share_pct = 43.1
vdd_ir_drop_max_v = 0.000144
internal_power_w = 0.000664

[logic_synthesis]
synth-simple-area-share_pct = 6.44
synth.mux.area_fraction_pct = 20.7
ys_cells = 89
avgSynthCellArea_um2 = 17.9
synthTopLogicFamily = "multiplexers"
ys_area_um2 = 1590
synth-seq-area-share_pct = 63.5
yosys_warnings = 2
synth_flops = 35
post_synthesis_cell_area_um2 = 1590
post_synth_ao_oa_area_fraction_pct = 0.471
synth_adder_area_share_pct = 2.36
synthesis.instances = 89
synth_xor_xnor_area_share_pct = 3.30
synthDistinctLibCells = 20

[timing]
period_needed_ns = 2.14
finalSetupViolCount = 0
finalClockSkew_ns = 0.00804
setup_ws_ns = 1.46
final.period_utilization_pct = 59.6
fmax_ghz = 0.466
final.setup.tns_ns = 0
worst_pin_slew_ns = 0.544
worst_slew_margin_rel_pct = 63.8
endpoints_failing_hold = 0
slew_violations = 0
final.hold.worst_slack_ns = 0.431
rsz0062_at_grt = "no"

[finish]
layout.cells.non_filler = 229
ff_latch_area_um2 = 1010
mi_logic_area_um2 = 531
mostFrequentLayoutCells = "edfxtp_1 (31), clkdlybuf4s50_1 (27), mux2_4 (19)"
n_fill_cell = 855
layout-drive-gt1-share_pct = 28.2
layout_top_cell_excl_fill_tap = "edfxtp_1"
area_growth_syn_to_layout_pct = 30.7

[critical_path]
critical_path.reg2reg.startpoint = "cnt[3]"
crit-reg2reg-capture = "data[31]"
crit_path_end_kind = "flip-flop"
rr_worst_depth = 3
worstPathRequired_ns = 3.63
ff2ff_setup_slack_ns = 1.46
critPathMaxFanout = 24
type_of_origin_of_the_critical_path = "flip-flop"
critical_path.slowest_cell = "or4_4"
critical_path.startpoint = "cnt[3]"
timing.critical_path.cells = "or4_4, nor2_8, mux2_2"
classification_of_the_worst_setup_path = "flip-flop to flip-flop"
critPathArrivalTime_ns = 2.18
crit_path_max_incr_delay_ns = 0.59

[clock_tree]
tritoncts_num_sinks = 35
insertion_delay_ns = 0.28
cts_post_setup_buffers_inserted = 0
clk_path_buf_depth = 2
cts_resized = 0
post_cts_hold_buffer_count = 0
cts_htree_levels = 2
cts-root-buf = "clkbuf_8"
tritoncts = "yes"
clk_pin_slew_worst_paths_ns = 0.08
cts-buffers-inserted = 5

[worst_hold_path]
hp-start = "divcnt[0]"
min-delay-path-class = "flip-flop to flip-flop"
holdPathStages = 1
hold-path-endpoint = "divcnt[0]"

[placed_design]
setup_ws_pre_cts_ns = 1.45
detailedPlacementHpwl_mm = 1.97
gpl.final_weighted_congestion = 0.696
io_buffer_count = 27
placed_cells = 221

[drt]
ant_nets = 0
insertedDiodeCount = 0
route.vias.total = 811
detailedRoute.firstIterationViolations = 20
viasPerCell = 3.54
drc = 0
first_pass_iters = 4
final_wl_mm = 2.95
routedWlPerCell_um = 12.9

[flow_run]
cap_violations = 0
warning_count = 26

[global_route]
first_global_vias = 881
grt_use_total_pct = 4.64
wire_length_of_the_first_global_routing_pass_mm = 4.70
globalRouteOverflowTotal = 0
grt_start_max_net_pins = 25
initial_antenna_violation_count = 0

[floorplan]
core_util_floorplan_pct = 19.2
io_pins = 28
die_width_um = 113
die-area_um2 = 12800
core.rowCount = 33
fp.coreArea_um2 = 8300
die_height_um = 113
## power groups by stage
stage     Clock [W]  Sequential [W]  Combinational, W
6_report   0.000350        0.000435         0.0000277
5_1_grt    0.000381        0.000434         0.0000294
4_1_cts    0.000360        0.000435         0.0000284
## synth_stat cells
master | n | area share, %
edfxtp_1 | 31 | 58
mux2_4 | 19 | 18
dfxtp_1 | 4 | 5.0
mux2_2 | 4 | 2.8
nor2_1 | 4 | 0.94
ha_1 | 3 | 2.4
inv_1 | 3 | 0.71
nand3_1 | 3 | 0.94
xnor2_1 | 3 | 1.6
xor2_1 | 3 | 1.6
and2_1 | 2 | 0.79
buf_12 | 2 | 2.5
a21o_1 | 1 | 0.47
nand2_1 | 1 | 0.24
nand2b_1 | 1 | 0.39
nor2_8 | 1 | 1.3
nor3_1 | 1 | 0.31
nor3b_1 | 1 | 0.47
or3_1 | 1 | 0.39
or4_4 | 1 | 0.71
## how the worst max path moves through the flow
stage | to | slack [ns] | depth (start not counted)
4_1_cts | data[31] | 1.45 | 3
5_1_grt | data[31] | 1.37 | 3
6_report | data[31] | 1.46 | 3
## logic make-up after synthesis
| logic type | Yosys count |
|---|---|
| flip-flops | 35 |
| buffers and inverters | 5 |
| multiplexers | 23 |
| AND/OR/NAND/NOR | 16 |
| XOR/XNOR | 6 |
| AND-OR/OR-AND | 1 |
| adder cells (fa/ha/maj) | 3 |
## routing by layer
layer | share of wire (%) | GRT usage, %
met1 | 48 | 6.57
met2 | 41 | 6.34
met3 | 9.9 | 2.46
met4 | 0.61 | 0.592
met5 | 0 | 0
## critical path: cells and delay by family (launching register included)
family / cells / cell delay [ns]
and+or+nand+nor: 2 / 1.03
DFF: 1 / 0.44
muxes: 1 / 0.40
## state kept, by name, indices dropped and copies added (netlist names)
signal	flops
cnt	7
data	24
divcnt	4
## through the flow
stage                     area (um2)  total power [W]  util (%)
final                           2080         0.000813      25.1
after global routing            2080         0.000845      25.1
after CTS                       2080         0.000823      25.1
after detailed placement        1970         0.000472      23.7
after global placement          1970         0.000473      23.7
after floorplan                 1590         0.000444         -
## cell type report
cell class / instances / area share, %
Clock buffer: 5 / 3.31
Timing Repair Buffer: 29 / 13.7
Tap cell: 105 / 6.31
Inverter: 3 / 0.541
Sequential cell: 35 / 48.6
Multi-Input combinational cell: 49 / 25.5
Clock inverter: 3 / 2.10
Power is estimated from default activity; no workload was simulated.
